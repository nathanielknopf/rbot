[flow/design.v]
`timescale 1ns / 1ps
module sequencer
    (input clock,
    input reset,
    input seq_complete,
    input new_moves,
    input [199:0] seq,
    output reg seq_done,
    output reg [3:0] next_move,
    output reg start_move,
    output reg [7:0] num_moves = 0,
    output reg [7:0] curr_step = 0,
    output reg finished_queue,
    input move_done
    );
    localparam IDLE = 3'd0;
    localparam ADD_TO_QUEUE = 3'd1;
    localparam LOAD_MOVE = 3'd2;
    localparam WAIT_FOR_MOVE_1 = 3'd3;
    localparam WAIT_FOR_MOVE_2 = 3'd4;
    localparam SEQ_FINISHED = 3'd5;
    localparam FINISHED_DATA_QUEUE = 3'd6;
    reg [2:0] state = IDLE;
    reg [199:0] part_seq;
    reg [3:0] moves [199:0];
    always @(posedge clock)begin
        if(reset)begin
            state <= IDLE;
            curr_step <= 0;
            num_moves <= 0;
            start_move <= 0;
        end else begin
            case(state)
                IDLE: begin
                    finished_queue <= 0;
                    seq_done <= 0;
                    if(new_moves) begin
                        part_seq[199:0] <= seq[199:0];
                        state <= ADD_TO_QUEUE;
                    end else if(seq_complete & |(num_moves)) begin
                        state <= LOAD_MOVE;
                    end else if(seq_complete) begin  
                        state <= SEQ_FINISHED;
                    end
                end
                ADD_TO_QUEUE: begin
                    moves[num_moves] <= part_seq[199:196];
                    num_moves <= (|part_seq[199:196]) ? num_moves + 1 : num_moves;
                    part_seq <= part_seq << 4;
                    state <= (|(part_seq[195:0])) ? ADD_TO_QUEUE : FINISHED_DATA_QUEUE;
                end
                FINISHED_DATA_QUEUE: begin
                    finished_queue <= 1;
                    state <= IDLE;
                end
                LOAD_MOVE: begin
                    next_move <= moves[curr_step];
                    curr_step <= curr_step + 1;
                    start_move <= 1;
                    state <= WAIT_FOR_MOVE_1;
                end
                WAIT_FOR_MOVE_1: begin
                    start_move <= 0;
                    state <= WAIT_FOR_MOVE_2;
                end
                WAIT_FOR_MOVE_2: begin
                    if(move_done) begin
                        state <= (curr_step < num_moves) ? LOAD_MOVE : SEQ_FINISHED;
                    end
                end
                SEQ_FINISHED: begin
                    seq_done <= 1;
                    curr_step <= 0;
                    num_moves <= 0;
                    next_move <= 0;
                    state <= IDLE;
                end
            endcase
        end
    end
endmodule
[flow/constraint.sdc]
current_design sequencer

set clk_period 50.3
set clk_io_pct 0.2

create_clock -name clk0 -period $clk_period [get_ports {clock}]

set non_clock_inputs [all_inputs -no_clocks]
set_input_delay [expr $clk_period * $clk_io_pct] -clock clk0 $non_clock_inputs
set_output_delay [expr $clk_period * $clk_io_pct] -clock clk0 [all_outputs]
[flow/run.sh]
#!/bin/bash
# OpenROAD 26Q1-2900-gdf79404cd8, Yosys 0.63+post, stock flow scripts
make -C /OpenROAD-flow-scripts/flow DESIGN_CONFIG=/design/flow/config.mk WORK_HOME=/design/flow/orfs finish
[flow/config.mk]
export PLATFORM = sky130hd
export DESIGN_NAME = sequencer
export DESIGN_NICKNAME = sequencer
export VERILOG_FILES = /design/flow/design.v
export SDC_FILE = /design/flow/constraint.sdc
export NUM_CORES = 4
export LEC_CHECK = 1
export CORE_UTILIZATION = 30
==> run notes <==
Quick summary of the implementation run below.

The run finished with clean final reports. The total of buffers placed on input and output ports came out at 227. The final core utilization came out at 0.358. The effective utilization at floorplan is 0.303.

The setup slack of the worst register-to-register path is 45720 ps. In the routed design, unresolved DRC markers number 0. The sequential fraction of the synthesis area came out at 0.731. The chip footprint is 141000 um^2. The worst register-to-register path has a depth of 8. The power share of the clock group came out at 0.325. From bottom edge to top edge, the die measures 375 um.

Summed over all nets, the switching power comes to 0.548 mW. The met2 track demand over resource in global routing is 0.246. The number of gates given a new drive strength after cts is 0. The share of total power in combinational logic came out at 0.163. In this run, post-CTS hold repair placed 0 buffers. Of the total power, the share spent switching nets is 0.251.

The final timing report counts setup violations totalling 0. The met1 global-route usage is 0.187. The count of filler cells inserted in the layout came out at 12700. The required time at the worst-slack endpoint is 50580 ps. After detailed placement, the design holds a cell count of 4240.

The commonest register cell is sky130_fd_sc_hd__edfxtp_1. For this design the top-level I/O count stands at 228. The setup slack at placement came out at 37000 ps. The length of the first detailed-routing pass in iterations came out at 5. The worst vdd rail ir drop came out at 0.0295 mV. The worst hold slack across all endpoints is 550 ps.

In the final layout, the share of cells above drive strength 1 is 0.248. For the worst reg-to-reg path, the startpoint reported by OpenROAD is curr_step[0]. The number of global-route vias before repair is 24100. The instance tally after logic synthesis is 2209. The worst min-delay path class is flip-flop to flip-flop. The portion of the clock cycle consumed by the worst path in the final layout came out at 0.250. The leakage component of the power was reported as 14.9 nW. The proportion of register bits with asynchronous set or reset after synthesis came out at 0. The launch point of the critical path was reported as reset. The power density relative to cell area came out at 44.2 nW/um^2. The total global routing overflow came out at 0. Total power for the finished layout comes to 2.18 mW. The root buffer cell is sky130_fd_sc_hd__clkbuf_16.

The achievable clock frequency is 79.5 MHz. The run reported a max-capacitance violation count of 0. Of the post-synthesis cell area, the dominant cell type holds 0.722.

Per the log, the first TritonRoute iteration ended with a DRC count of 1292. The kind of critical path is input port to flip-flop. The wire length of the first global-routing pass is 155 mm. The synthesized netlist contains 51 unique library cells. The pin count of the biggest net entering global routing is 90.

The final worst slack is 37730 ps. The final timing report derives a shortest allowable period of 12570 ps. The cell occurring most often along the worst timing path is sky130_fd_sc_hd__buf_4.

The final timing report lists a max-slew violation count of 0. In this run the tools logged warnings totalling 29. On the critical path, the stage with the largest delay is an instance of sky130_fd_sc_hd__buf_4. The row count came out at 136.

The yosys stat cell total is 2209. Setup repair after global routing left no endpoint under its margin. Looking at area per cell type in the netlist, the leader is sky130_fd_sc_hd__edfxtp_1. The post-synthesis instance area is 41800 um^2. The worst setup path is captured at a flip-flop. The number of clock buffers inserted by TritonCTS is 101. The cell area after placement is 46300 um^2.

The sequential cell fraction of total power is 0.511. The insertion delay to the later sink of the worst-skew pair came out at 670 ps. For this run the detailed placement stage logged an HPWL of 67.7 mm. In the layout the commonest cells are sky130_fd_sc_hd__edfxtp_1, sky130_fd_sc_hd__nor2_1, sky130_fd_sc_hd__clkdlybuf4s50_1, sky130_fd_sc_hd__mux4_2, sky130_fd_sc_hd__mux2_2. The worst path arrival time is 12850 ps. The nature of the critical path startpoint is an input port.

Once layout is done, the placed cells without fillers occupy 49400 um^2. The count of yosys warnings during synthesis is 1. The number of standard cells in the layout, taps in and fillers out is 4416. The total negative setup slack came out at 0 ps. The number of levels the H-tree was split into is 3.

The relative slew slack is 0.373. The die boundary width came out at 375 um. The routing layer with the top usage in global route is met2. Counting only logic cells after layout, the most numerous master is sky130_fd_sc_hd__edfxtp_1.

The register bit total from synthesis came out at 1026. The buffer and inverter count on the worst path is 5. The post-synth tally of flip-flops with integrated enable is 1006. The number of antenna violations at the first check in global routing came to 9. The critical-path maximum fanout came out at 51. Dividing the detail-routed via count by the number of cells gives 4.87. The global-route total usage across every layer is 0.160. The maximum cell stage delay along the critical path came out at 650 ps. Dividing the synthesized area by the synthesized cell count gives 18.9 um^2. TritonCTS built the clock tree. Summing over every cut layer, the via total after detailed routing is 21500.

The detailed-route wire length is 104 mm. The area added between synthesis and finish came out at 18.1%. The core outline area is 138000 um^2. The final weighted congestion in routability-driven placement came out at 0.878. The endpoint of the worst register-to-register path is next_move[0]. The internal power of the cells is 1.64 mW. Per STA, the worst path is made up of clkdlybuf4s50_1, buf_4, nor4_2, buf_4, buf_4, buf_4.

All stages included, the depth of the critical timing path comes to 6. According to the timing report, the critical path is captured at part_seq[39]. The worst-case clock buffer depth is 3. The number of routed nets with antenna violations is 0. The clock skew came out at 32.7 ps. After clock tree synthesis, the clock-pin slew on the worst setup and hold paths is 60 ps. Grouping stages by cell kind, the critical path spends the most delay in buffers and inverters.

Yosys attributes the largest share of cell area to sky130_fd_sc_hd__edfxtp_1, sky130_fd_sc_hd__mux4_2, sky130_fd_sc_hd__mux2_2, sky130_fd_sc_hd__nor2_1, sky130_fd_sc_hd__dfxtp_1. The clock sink total came out at 1026. The area of the synthesized netlist per yosys stat is 41800 um^2. The actual slew at the worst max-slew pin is 917 ps. The buffers inserted during post-CTS setup optimization is 0. The number of failing hold endpoints at the final stage came out at 0.

The met3 track utilization from global routing is 0.111. The area taken by multi-input logic gates came out at 10500 um^2. The average wire per standard cell is 23.6 um.

The sequential cells in the finished layout cover a total of 30600 um^2.
-- sequential cells by signal, indices dropped and copies added, names as in the netlist --
register,count
finished_queue,1
start_move,1
num_moves,8
next_move,4
seq_done,1
moves,800
part_seq,200
state,3
curr_step,8
-- logic make-up (layout without fill, tap and decap cells) --
family,after synthesis,count (layout),synth area share
flip-flops,1026,1026,0.731
AND/OR/NAND/NOR,474,474,0.0504
multiplexers,460,460,0.182
buffers and inverters,141,484,0.0171
AND-OR/OR-AND,87,87,0.0135
adder cells (fa/ha/maj),12,12,0.00359
XOR/XNOR,9,9,0.00188
other,0,1,0
-- Yosys cell counts (2+ instances only) --
master	instances
sky130_fd_sc_hd__a2111oi_0	3
sky130_fd_sc_hd__a211oi_1	9
sky130_fd_sc_hd__a21o_1	3
sky130_fd_sc_hd__a21oi_1	19
sky130_fd_sc_hd__a221o_1	2
sky130_fd_sc_hd__a221oi_1	3
sky130_fd_sc_hd__a22oi_1	2
sky130_fd_sc_hd__a311oi_1	2
sky130_fd_sc_hd__a31oi_1	4
sky130_fd_sc_hd__and2_1	7
sky130_fd_sc_hd__and3_1	3
sky130_fd_sc_hd__buf_1	6
sky130_fd_sc_hd__buf_2	16
sky130_fd_sc_hd__buf_4	18
sky130_fd_sc_hd__buf_6	13
sky130_fd_sc_hd__clkbuf_1	73
sky130_fd_sc_hd__dfxtp_1	20
sky130_fd_sc_hd__edfxtp_1	1006
sky130_fd_sc_hd__ha_1	12
sky130_fd_sc_hd__inv_1	13
sky130_fd_sc_hd__mux2_2	201
sky130_fd_sc_hd__mux2i_1	38
sky130_fd_sc_hd__mux4_2	221
sky130_fd_sc_hd__nand2_1	77
sky130_fd_sc_hd__nand2b_1	8
sky130_fd_sc_hd__nand3_1	16
sky130_fd_sc_hd__nand4_1	17
sky130_fd_sc_hd__nand4b_1	2
sky130_fd_sc_hd__nor2_1	251
sky130_fd_sc_hd__nor2b_1	10
sky130_fd_sc_hd__nor3_1	20
sky130_fd_sc_hd__nor4_1	56
sky130_fd_sc_hd__o211ai_1	3
sky130_fd_sc_hd__o21ai_0	16
sky130_fd_sc_hd__o21ai_1	9
sky130_fd_sc_hd__o22ai_1	4
sky130_fd_sc_hd__or3_1	5
sky130_fd_sc_hd__xnor2_1	7
sky130_fd_sc_hd__xor2_1	2
-- worst min-delay path, stage by stage, from the launching register on --
cell	delay (ps)
sky130_fd_sc_hd__dfxtp_1	330
sky130_fd_sc_hd__a21oi_1	130
sky130_fd_sc_hd__nor2_1	50
-- power by group through the flow --
stage | clock, mW | sequential (mW) | combinational (mW)
4_1_cts | 0.726 | 1.12 | 0.364
6_report | 0.711 | 1.12 | 0.356
5_1_grt | 0.760 | 1.12 | 0.386
-- how the worst min path moves through the flow --
| stage | startpoint | endpoint | slack (ps) | cells after the start |
|---|---|---|---|---|
| 4_1_cts | start_move | start_move | 570 | 2 |
| 5_1_grt | part_seq[91] | part_seq[95] | 590 | 1 |
| 6_report | start_move | start_move | 550 | 2 |
-- area by class of cell --
cell class | instances | area share
flip-flops and latches | 1026 | 0.620
inverters | 15 | 0.00114
clock inverters | 49 | 0.00775
well taps | 1863 | 0.0472
clock buffers | 126 | 0.0545
multi-input cells | 1042 | 0.213
diodes | 1 | 0.0000506
repair buffers | 294 | 0.0564
-- layer usage --
layer,wire (um),share of wire
met1,35900,0.34
met2,50000,0.48
met3,15600,0.15
met4,2500,0.024
met5,222,0.0021
No activity file was given, so power comes from the tool's default toggle rates.
