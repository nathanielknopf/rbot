<file path="flow/run.sh">
#!/bin/bash
# OpenROAD 26Q1-2900-gdf79404cd8, Yosys 0.63+post, stock flow scripts
make -C /OpenROAD-flow-scripts/flow DESIGN_CONFIG=/design/flow/config.mk WORK_HOME=/design/flow/orfs finish
</file>
<file path="flow/config.mk">
export PLATFORM = sky130hd
export DESIGN_NAME = move_to_step
export DESIGN_NICKNAME = move_to_step
export VERILOG_FILES = /design/flow/design.v
export SDC_FILE = /design/flow/constraint.sdc
export NUM_CORES = 4
export LEC_CHECK = 1
export CORE_UTILIZATION = 30
</file>
<file path="flow/constraint.sdc">
current_design move_to_step

set clk_period 3.2
set clk_io_pct 0.2

create_clock -name clk0 -period $clk_period [get_ports {clock}]

set non_clock_inputs [all_inputs -no_clocks]
set_input_delay [expr $clk_period * $clk_io_pct] -clock clk0 $non_clock_inputs
set_output_delay [expr $clk_period * $clk_io_pct] -clock clk0 [all_outputs]
</file>
<file path="flow/design.v">
`timescale 1ns / 1ps
module clock_100hz #(parameter CLOCK_PERIOD=124999)
    (input reset,
    input clock,
    output reg slow_clock
    );
    reg [16:0] count = 0;
    always @(posedge clock)begin
        if (reset) begin
            count <= 0;
            slow_clock <= 0;
        end else begin
            if (count == CLOCK_PERIOD)begin
                count <= 0;
                slow_clock <= !slow_clock;
            end else begin
                count <= count + 1;
            end
        end
    end
endmodule
`timescale 1ns / 1ps
module move_to_step(
    input clock,
    input reset,
    input disable_steppers,
    input [3:0] next_move,
    input move_start,
    output move_done,
    output dir_pin,
    output step_pin,
    output [5:0] en_pins
    );
    localparam QUARTER_TURN = 51;
    localparam HALF_TURN = 100;
    localparam FULL_TURN = 200;
    localparam RIGHT = 0;
    localparam UP = 1;
    localparam FRONT = 2;
    localparam LEFT = 3;
    localparam BACK = 4;
    localparam DOWN = 5;
    localparam R = 4'd2;
    localparam Ri = 4'd3;
    localparam U = 4'd4;
    localparam Ui = 4'd5;
    localparam F = 4'd6;
    localparam Fi = 4'd7;
    localparam L = 4'd8;
    localparam Li = 4'd9;
    localparam B = 4'd10;
    localparam Bi = 4'd11;
    localparam D = 4'd12;
    localparam Di = 4'd13;
    localparam CLOCK_100HZ = 124999;
    localparam CLOCK_200HZ = 62499;
    localparam CLOCK_400HZ = 31249;
    localparam CLOCK_450HZ = 27777;
    localparam CLOCK_500HZ = 24999;
    localparam CLOCK_600HZ = 20832;
    localparam CLOCK_800HZ = 15624;
    localparam BETWEEN_STEP_DELAY = 25;
    wire step_clock;
    clock_100hz #(.CLOCK_PERIOD(CLOCK_100HZ)) local_clock(.reset(move_start), .clock(clock), .slow_clock(step_clock));
    assign step_pin = step_clock;
    wire dir;
    assign dir_pin = !next_move[0];
    wire [5:0] start;
    assign start[RIGHT] = (next_move[3:1] == R[3:1]) & move_start & !reset & !disable_steppers;
    assign start[UP] = (next_move[3:1] == U[3:1]) & move_start & !reset & !disable_steppers;
    assign start[FRONT] = (next_move[3:1] == F[3:1]) & move_start & !reset & !disable_steppers;
    assign start[LEFT] = (next_move[3:1] == L[3:1]) & move_start & !reset & !disable_steppers;
    assign start[BACK] = (next_move[3:1] == B[3:1]) & move_start & !reset & !disable_steppers;
    assign start[DOWN] = (next_move[3:1] == D[3:1]) & move_start & !reset & !disable_steppers;
    wire [5:0] done;
    assign move_done = &done;  
    stepper_driver #(.END_MOVE_DELAY(BETWEEN_STEP_DELAY)) up_stepper(.clock(clock), .step_clock(step_clock), .start(start[UP]), .steps(QUARTER_TURN), .en_out(en_pins[UP]), .done(done[UP]));
    stepper_driver #(.END_MOVE_DELAY(BETWEEN_STEP_DELAY)) down_stepper(.clock(clock), .step_clock(step_clock), .start(start[DOWN]), .steps(QUARTER_TURN), .en_out(en_pins[DOWN]), .done(done[DOWN]));
    stepper_driver #(.END_MOVE_DELAY(BETWEEN_STEP_DELAY)) right_stepper(.clock(clock), .step_clock(step_clock), .start(start[RIGHT]), .steps(QUARTER_TURN), .en_out(en_pins[RIGHT]), .done(done[RIGHT]));
    stepper_driver #(.END_MOVE_DELAY(BETWEEN_STEP_DELAY)) left_stepper(.clock(clock), .step_clock(step_clock), .start(start[LEFT]), .steps(QUARTER_TURN), .en_out(en_pins[LEFT]), .done(done[LEFT]));
    stepper_driver #(.END_MOVE_DELAY(BETWEEN_STEP_DELAY)) front_stepper(.clock(clock), .step_clock(step_clock), .start(start[FRONT]), .steps(QUARTER_TURN), .en_out(en_pins[FRONT]), .done(done[FRONT]));
    stepper_driver #(.END_MOVE_DELAY(BETWEEN_STEP_DELAY)) back_stepper(.clock(clock), .step_clock(step_clock), .start(start[BACK]), .steps(QUARTER_TURN), .en_out(en_pins[BACK]), .done(done[BACK]));
endmodule
`timescale 1ns / 1ps
module stepper_driver #(parameter END_MOVE_DELAY=400)
    (input clock,
    input step_clock,
    input start,
    input [7:0] steps,
    output reg en_out=1,
    output reg done
    );
    reg [8:0] steps_left = 0;
    reg prev_step_clock = 0;
    always @(posedge clock)begin
        prev_step_clock <= step_clock;
        if (start)begin
            steps_left <= steps + END_MOVE_DELAY + 1;  
            done <= 0;
            en_out <= 0;
        end else if (steps_left == END_MOVE_DELAY)begin
            en_out <= 1;
            steps_left <= steps_left - 1;
        end else if (steps_left == 0)begin
            done <= 1;
        end else if (step_clock & !prev_step_clock)begin
            steps_left <= steps_left - 1;
        end
    end
endmodule
</file>
==> CHANGELOG.md <==
## Flow update

- Synth Flop Type: dfxtp_1
- Routed wire length: 8.47 mm
- Clock-pin slew of the registers on the worst-case setup and hold paths: 0.06 ns
- Number of detailed-routing iterations run before antenna repair: 4
- Antenna diode count: 0
- Number of enable-type register cells in the synthesized netlist: 0
- Final cell count without fillers: 698
- Synth top area cells: dfxtp_1, nor2_1, ha_1
- Tool warnings: 32
- Worst Hold Slack: 0.443 ns
- Last weighted congestion value of the routability-driven placer: 0.857
- Kind of capture point of the worst setup path: flop
- Final setup violation count: 0
- Number of register bits inferred by synthesis: 85
- Post-synthesis chip area from yosys: 4240 µm²
- Core area: 13800 µm²
- Number of warnings reported in the yosys synthesis log: 8
- Setup repair after global routing missed its margin: no
- Number of levels in the clock H-tree: 3
- Cell area after technology mapping: 4240 µm²
- WS Path Type: in -> reg
- Leakage power summed over all cells: 1.79 nW
- Area of the chip: 14600 µm²
- Vias in the first global route: 3155
- Post-route fraction of the period consumed by the critical path: 68.6%
- Summed negative setup slack over all endpoints: 0 ns
- CTS resizes: 0
- Total setup buffers inserted after CTS: 0
- Total I/O pin count: 17
- Worst-case headroom to the max-slew limit: 37.1%
- Fraction of the yosys area taken by sequential cells: 40.2%
- Hold buffer count at cts: 0
- Post-layout minimum cycle time: 2.19 ns
- Largest area contributor in the synthesized netlist: dfxtp_1
- DRC viols: 0
- Inserted Clock Buffers: 9
- Data arrival time at the worst-slack endpoint: 2.43 ns
- Area growth, synth to finish: 14.8%
- Cells after synthesis: 503
- Achievable frequency: 456 MHz
- Syn avg cell area: 8.43 µm²
- Total gr overflow: 0
- Core occupancy in the finished layout: 35.2%
- Measured slew at the worst slew-check pin: 0.937 ns
- Power density over the cells: 559 nW/µm²
- Clock latency on the worst-skew pair: 0.34 ns
- Clock Skews: 0.00517 ns
- Antenna-violating nets left: 0
- Placement row count: 43
- Crit path launch type: primary input
- FP Core Util: 30.6%
- Kind of path behind the tightest hold check: reg -> reg
- Proportion of layout cells with a drive suffix above 1: 6.56%
- Worst IR Drop VDD: 313 µV
- Antenna violations before repair: 0
- Number of pins exceeding their max-slew limit in the final report: 0
- Routed via count: 3575
- Port Buffer Count: 16
- Max-capacitance violation count: 0
- Unique cell type count in the Yosys netlist: 49
- Largest net degree at the start of global routing: 21
- Required time reported for the critical path endpoint: 3.44 ns
- Fraction of registers with async set/reset: 0%
- Vias per inst: 5.12
- Detailed placement HPWL: 5.92 mm
- Area share of the largest cell type after synthesis: 40.2%
- Buffer type at the clock tree root: clkbuf_16
- Clock tree from TritonCTS: yes
- Violation count after the first detailed-routing iteration: 265
- Global-route wire length before repair: 14.7 mm
- Critical-path maximum fanout: 7
- Detail-routed net length per standard cell: 12.1 µm
- Die boundary height: 121 µm
- Number of hold violations in the final report: 0
- Number of sinks on the clock net: 85
- Outcome: finished clean
- Max Root-Sink Buffers: 2
- Count of instantiated cells in the yosys netlist: 503
- Horizontal die dimension: 121 µm
- Placed cell count: 682
- Total GRT Usage: 12.4%
==> sequential cells by signal, summed over array words and instances, names as in the netlist, 9 cells and up <==
register and flops:
back_stepper.steps_left 9, up_stepper.steps_left 9, down_stepper.steps_left 9, left_stepper.steps_left 9, right_stepper.steps_left 9, front_stepper.steps_left 9
local_clock.count 17
==> worst paths after layout <==
kind	slack, ns	depth (start not counted)	endpoint	from
worst max-delay path	1.01	5	up_stepper.steps_left[5]$_SDFFE_PP0P_	move_start
worst min-delay path	0.44	0	back_stepper.prev_step_clock$_DFF_P_	local_clock.slow_clock$_SDFFE_PP0N_
worst max register to register	1.03	4	front_stepper.steps_left[4]$_SDFFE_PP0P_	front_stepper.steps_left[2]$_SDFFE_PP1P_
worst min register to register	0.44	0	back_stepper.prev_step_clock$_DFF_P_	local_clock.slow_clock$_SDFFE_PP0N_
==> layout by cell type, fill, tap and decap left out, types with 10 or more instances in the layout <==
| master | instances |
|---|---|
| nor3_1 | 17 |
| nand3_1 | 17 |
| nand2b_1 | 10 |
| clkdlybuf4s50_1 | 16 |
| nor2_1 | 57 |
| o21ai_0 | 23 |
| ha_1 | 14 |
| and3_1 | 11 |
| or4_1 | 13 |
| nand2_1 | 27 |
| or3_1 | 14 |
| dfxtp_1 | 85 |
| a21oi_1 | 30 |
| nor4_1 | 15 |
| nand4_1 | 11 |
| xnor2_1 | 14 |
| inv_1 | 30 |
==> final cells by class <==
class                      count  area (µm²)
fill                        1321        8960
multi-input combinational    369        2330
sequential                    85        1700
clock buffer                   9         225
tap                          180         225
timing repair buffer          18         175
inverter                      30         113
clock inverter                 7        97.6
==> worst max-delay path: stages <==
cell and delay [ns]:
clkdlybuf4s50_1 0.63, or3b_2 0.48, nor3_1 0.47, a211o_1 0.16, nand2_1 0.04
==> where the power goes <==
| part | internal, mW | switching (mW) | total [mW] |
|---|---|---|---|
| clock | 0.687 | 0.434 | 1.12 |
| combinational | 0.160 | 0.138 | 0.299 |
| sequential | 1.19 | 0.113 | 1.30 |
==> per-stage QoR <==
stage / area [µm²] / power, mW / setup WS [ns]
global placement: 4540 / 1.61 / 0.653
global route: 4860 / 2.87 / 0.833
CTS: 4860 / 2.76 / 0.990
floorplan: 4240 / 1.53 / 1.26
detailed placement: 4540 / 1.62 / 0.658
finish: 4860 / 2.72 / 1.01
==> Yosys cell counts (4+ instances only) <==
cell	n
a21oi_1	30
a31o_2	4
a31oi_1	5
and3_1	11
and4_1	5
buf_4	6
clkbuf_1	11
dfxtp_1	85
ha_1	14
inv_1	30
mux2i_1	7
nand2_1	27
nand2b_1	10
nand3_1	17
nand4_1	11
nand4b_1	6
nor2_1	57
nor3_1	17
nor4_1	15
nor4b_1	5
o21a_1	5
o21ai_0	23
o21ai_1	4
o31ai_1	5
or2_2	5
or3_1	14
or4_1	13
or4b_2	5
xnor2_1	14
xor2_1	6
==> cells by family after synthesis <==
family	share of synthesized area, %
multiplexers	1.65
adder cells (fa/ha/maj)	4.13
XOR/XNOR	4.13
buffers and inverters	4.93
AND-OR/OR-AND	14.7
AND/OR/NAND/NOR	30.3
flip-flops	40.2
==> routing by layer <==
| layer | GRT usage (%) | share of wire, % | up-vias |
|---|---|---|---|
| li1 | - | - | 1862 |
| met1 | 19.0 | 51 | 1652 |
| met2 | 18.5 | 44 | 52 |
| met3 | 2.69 | 4.3 | 9 |
| met4 | 2.08 | 1.3 | 0 |
| met5 | 0 | 0 | - |
Power figures rest on the tool's default switching activity, not on a simulated workload.
