[./config.mk]
export PLATFORM = sky130hd
export DESIGN_NAME = serial
export DESIGN_NICKNAME = serial
export VERILOG_FILES = /design/flow/design.v
export SDC_FILE = /design/flow/constraint.sdc
export NUM_CORES = 4
export LEC_CHECK = 1
export CORE_UTILIZATION = 40
[./constraint.sdc]
current_design serial

set clk_period 4.3
set clk_io_pct 0.2

create_clock -name clk0 -period $clk_period [get_ports {clock}]

set non_clock_inputs [all_inputs -no_clocks]
set_input_delay [expr $clk_period * $clk_io_pct] -clock clk0 $non_clock_inputs
set_output_delay [expr $clk_period * $clk_io_pct] -clock clk0 [all_outputs]
[./design.v]
`timescale 1ns / 1ps
module baudrate_generator (input reset, input clock, output reg slow_clock);
    reg [10:0] count=0;
    always @(posedge clock)begin
        if (reset) begin
            count <= 0;
            slow_clock <= 0;
        end else begin
            if (count == 1301)begin
                count <=0;
                slow_clock <= !slow_clock;
            end else begin
                count <= count +1;
            end
        end
    end
endmodule
`timescale 1ns / 1ps
module serial(
    input clock,
    input reset,
    input send_data,
    input [161:0] data,
    output reg tx_pin,
    output reg data_sent,
    output reg [2:0] state=0
    );
    localparam IDLE = 3'd0;
    localparam START = 3'd1;
    localparam SEND = 3'd2;
    localparam STOP = 3'd3;
    localparam NUM_BYTES_TO_SEND = 5'd21;
    reg [2:0] count = 0;
    reg [4:0] byte_count = 0;
    reg [161:0] data_to_send = 0;
    wire baud;
    wire clock_reset;
    assign clock_reset = reset;
    baudrate_generator slow_stuff(.reset(clock_reset), .clock(clock), .slow_clock(baud));
    always @(posedge baud)begin
        if(reset)begin
            state <= IDLE;
        end else begin
            case(state)
                IDLE:begin
                    data_sent <= 1;
                    state <= IDLE;
                    tx_pin <= 1;
                    if(send_data)begin
                        state <= START;
                        byte_count <= 0;
                        count <= 0;
                        data_to_send <= data;
                    end
                end
                START:begin
                    data_sent <= 0;
                    tx_pin <= (byte_count == NUM_BYTES_TO_SEND) ? 1:0;
                    state <= (byte_count == NUM_BYTES_TO_SEND) ? IDLE:SEND;
                end
                SEND:begin
                    tx_pin <= data_to_send[0];
                    data_to_send <= data_to_send >> 1;
                    count <= count + 1;
                    if(count == 7)begin
                        state <= STOP;
                    end
                end
                STOP:begin
                    tx_pin <= 1;
                    byte_count <= byte_count + 1;
                    state <= START;
                end
            endcase
        end
    end
endmodule
[./run.sh]
#!/bin/bash
# OpenROAD 26Q1-2900-gdf79404cd8, Yosys 0.63+post, stock flow scripts
make -C /OpenROAD-flow-scripts/flow DESIGN_CONFIG=/design/flow/config.mk WORK_HOME=/design/flow/orfs finish
==> impl_metrics.yaml <==
# generated from flow reports
status:
  status: "finished clean"
floorplanning:
  die_w_um: 144
  ios: 170
  rows: 51
  coreArea_um2: 19600
  die_y_um: 144
  dieArea_um2: 20700
  fp_util: 0.410
pwr:
  p_seq_frac: 0.273
  clkPwrFrac: 0.289
  irDropWorstVdd_uv: 427
  comb_power_share: 0.438
  finalPower_w: 0.000585
  swShare: 0.202
  power_density_nw_per_um2: 57.8
  p_leak_nw: 3.24
  p_int_w: 0.000467
  switching_power_w: 0.000118
global_route:
  grt_pass1_wl_um: 22400
  grt_antenna_before_repair: 2
  grt_pass1_vias: 4304
  grt_max_degree: 96
  grt_remaining_overflow: 0
  gr-usage-all-layers: 0.147
layout:
  areaGrowthSynthToFinish_pct: 25.7
  finalNonFillerCells: 888
  finish.utilization: 0.516
  drive_gt1_frac: 0.289
place:
  place.gp.congestion: 0.794
  dp_hpwl_um: 9860
  io_buffers: 168
  dpl.cell_count: 884
hold_path:
  min_path_type: "reg2reg"
  worstHoldEndpoint: "slow_stuff.count[10]"
  hp-start: "slow_stuff.count[10]"
  hold_depth: 2
flow_run:
  drv_cap: 0
  warning_count: 32
logic_synthesis:
  synthCells: 465
  yosys_area_um2: 8040
  syn_area_um2: 8040
  avgSynthCellArea_um2: 17.3
  ys_warn_count: 2
  yosysSeqAreaShare: 0.677
  synth_cell_types: 33
  ys_ff: 186
  synth-cells-yosys: 465
sta:
  unclocked_pins: 174
  period_minus_slack_ns: 1.90
  hold_ws_ns: 0.505
  period_used_share: 0.441
  untimed_endpoints: 350
  rsz0062_at_grt: "false"
  finalHoldViolCount: 0
  fmaxAchievable_mhz: 527
  fin_skew_ns: 0.00543
  setup_viol: 0
  worst_pin_slew_ns: 0.849
  slew-limit-headroom: 0.434
  report.final.slew_viol_count: 0
  fin_setup_tns_ns: 0
route:
  diodes: 0
  routed_wl_um: 14300
  vias: 4318
  avgViaCountPerCell: 4.86
  drc: 0
  postRouteAntennaNets: 0
  drtIter0Drc: 203
  routedWlPerCell_um: 16.1
  first_pass_iters: 4
clock_network:
  clk_pin_slew_ns: 0.04
  root_buffer: "clkbuf_16"
  clockBufferDepth: 2
  post_cts_resize_count: 0
  cts_tree: "yes"
  cts_max_level: 1
  cts_setup_buffers: 0
  worstSkewPairLatency_ns: 0.24
  hold_buffers: 0
  cts_buffers: 3
critical_path:
  worst-setup-path-type: "in2reg"
  critPathLaunchType: "primary input"
  rrSetupSlack_ns: 2.73
  critPathRequiredTime_ns: 4.41
  crit-reg2reg-capture: "slow_stuff.count[10]"
  end_kind: "register"
  arrival_ns: 2.00
  r2r_cells: 4
  crit_slowest_cell: "clkdlybuf4s50_1"
  cpLargestDelayFamily: "buffers and inverters"
  critical-path-max-stage-delay_ns: 0.70
  reg2reg_from: "slow_stuff.count[0]"
  crit_chain: "clkdlybuf4s50_1, inv_1, o31ai_1, buf_4, a21oi_1"
  critPathBufInv: 3
  worstPathMaxFanout: 11
==> through the flow <==
step | area (um^2) | setup WS, ns
after floorplan | 8040 | 1.42
after global placement | 10000 | 2.23
after detailed placement | 10000 | 2.20
after CTS | 10100 | 2.42
after global routing | 10100 | 2.34
final | 10100 | 2.40
==> power by group through the flow <==
stage,combinational [W],sequential (W),clock [W]
final,0.000256,0.000160,0.000169
after global routing,0.000279,0.000160,0.000175
after CTS,0.000261,0.000160,0.000169
==> sequential cells by signal, summed over array words and instances, names as in the netlist, named ones only <==
signal / cells
count: 3
data_to_send: 162
slow_stuff.slow_clock: 1
tx_pin: 1
byte_count: 5
data_sent: 1
state: 1
slow_stuff.count: 11
==> worst min-delay path, stage by stage (launching register included) <==
cell,delay [ns]
dfxtp_1,0.32
o31ai_1,0.07
a21oi_1,0.06
==> cells in the mapped netlist <==
cell,n,area [um^2]
o311ai_0,1,8.76
buf_2,17,85.1
or4_1,2,15.0
buf_4,1,7.51
nand4b_1,1,8.76
conb_1,1,3.75
a21oi_1,11,55.1
o21ai_0,5,25.0
nor2_1,7,26.3
mux2i_1,1,10.0
mux2_2,161,1810
edfxtp_1,172,5160
xor2_1,3,26.3
or4_4,1,11.3
dfxtp_1,14,280
a21boi_0,1,7.51
ha_1,12,150
xnor2_1,3,26.3
nand4_4,1,21.3
clkbuf_1,3,11.3
inv_1,7,26.3
or3_2,3,22.5
nand3_1,8,40.0
nand4_1,2,12.5
or3_1,1,6.26
nor4_1,1,6.26
a21oi_2,1,8.76
nand2_1,2,7.51
and2_1,5,31.3
nand2b_1,5,31.3
nor2b_1,5,31.3
nand4bb_1,2,22.5
o31ai_1,5,37.5
==> cell type report <==
cell class              instances  area [um^2]
inverters                       7         26.3
multi-input cells             251         2490
clock buffers                   4         78.8
repair buffers                175         1730
fillers                      1596         9480
flip-flops and latches        186         5450
well taps                     265          332
==> how the worst max path moves through the flow <==
stage         startpoint                   to  slack (ns)  cells past startpoint
finish             reset  slow_stuff.count[5]        2.40                      5
global route       reset  slow_stuff.count[5]        2.34                      5
CTS                reset  slow_stuff.count[5]        2.42                      5
==> per-layer routing <==
| metal | track usage | wire, um | vias to the layer above | share of wire |
|---|---|---|---|---|
| met5 | 0 | 13 | - | 0.00091 |
| met4 | 0.000560 | 0 | 2 | 0 |
| met3 | 0.0278 | 985 | 2 | 0.069 |
| met2 | 0.221 | 6550 | 115 | 0.46 |
| met1 | 0.259 | 6770 | 2110 | 0.47 |
| li1 | - | - | 2089 | - |
==> kinds of logic after synthesis <==
kind of cell / share of synthesized area
buffers and inverters: 0.0162
other: 0.000466
AND-OR/OR-AND: 0.0177
XOR/XNOR: 0.00654
AND/OR/NAND/NOR: 0.0366
flip-flops: 0.677
multiplexers: 0.227
adder cells (fa/ha/maj): 0.0187
==> cells in the final DEF (no fill, tap or decap), types with 7 or more instances in the layout <==
cell type and n:
edfxtp_1 172, nand3_1 8, a21oi_1 10, mux2_2 161, clkdlybuf4s50_1 168, nor2_1 7, buf_4 7, inv_1 7
ha_1 11, dfxtp_1 13
Power figures rest on the tool's default switching activity, not on a simulated workload.
